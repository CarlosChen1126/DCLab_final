### flow/design.v
module CalcDir(
    input               iCLK,
    input               iRST_N,
    input       [12:0]  iH_Cont,
    input       [12:0]  iV_Cont,
    input       [9:0]   iColorVal,
    output  reg [2:0]   oDirection,
    output  reg         oMotion
);
parameter	H_SYNC_CYC	=	128;          
parameter	H_SYNC_BACK	=	88;
parameter	H_SYNC_ACT	=	800;	
parameter	H_SYNC_FRONT=	40;
parameter	H_SYNC_TOTAL=	1056;
parameter	V_SYNC_CYC	=	4;
parameter	V_SYNC_BACK	=	23;
parameter	V_SYNC_ACT	=	600;	
parameter	V_SYNC_FRONT=	1;
parameter	V_SYNC_TOTAL=	628;
parameter	X_START		=	H_SYNC_CYC+H_SYNC_BACK;
parameter	Y_START		=	V_SYNC_CYC+V_SYNC_BACK;
reg  [17:0] motion_count [0:7];
reg  [17:0] MostPixel;
reg  [2:0]  MostDirection;
reg  [2:0]  oDirection_w;
integer i;
wire [12:0] diff;
wire [6:0]  index;
wire index0,index1,index2,index3,index4,index5,index6;
assign diff = iH_Cont - X_START;
assign index6 =                   (diff < 114);
assign index5 = (114  <= diff) && (diff < 228);
assign index4 = (228  <= diff) && (diff < 342);
assign index3 = (342  <= diff) && (diff < 456);
assign index2 = (456  <= diff) && (diff < 572);
assign index1 = (572  <= diff) && (diff < 686);
assign index0 = (686  <= diff) && (diff < 800);
assign index = {index6,index5,index4,index3,index2,index1,index0};
always @(posedge iCLK or negedge iRST_N) begin
    if (!iRST_N) begin
        motion_count[0]  <= 0;
        motion_count[1]  <= 0;
        motion_count[2]  <= 0;
        motion_count[3]  <= 0;
        motion_count[4]  <= 0;
        motion_count[5]  <= 0;
        motion_count[6]  <= 0;
    end
    else begin
        if (iV_Cont < Y_START || iV_Cont >= Y_START+V_SYNC_ACT) begin
            motion_count[0]  <= 0;
            motion_count[1]  <= 0;
            motion_count[2]  <= 0;
            motion_count[3]  <= 0;
            motion_count[4]  <= 0;
            motion_count[5]  <= 0;
            motion_count[6]  <= 0;
        end
        else if (iH_Cont >= X_START && iH_Cont < X_START + H_SYNC_ACT) begin
            if (iColorVal > 200) begin
                case(index)
                    7'b1000000: begin   
                        motion_count[0]  <= motion_count[0];
                        motion_count[1]  <= motion_count[1];
                        motion_count[2]  <= motion_count[2];
                        motion_count[3]  <= motion_count[3];
                        motion_count[4]  <= motion_count[4];
                        motion_count[5]  <= motion_count[5];
                        motion_count[6]  <= motion_count[6] + 1;
                    end
                    7'b0100000: begin   
                        motion_count[0]  <= motion_count[0];
                        motion_count[1]  <= motion_count[1];
                        motion_count[2]  <= motion_count[2];
                        motion_count[3]  <= motion_count[3];
                        motion_count[4]  <= motion_count[4];
                        motion_count[5]  <= motion_count[5] + 1;
                        motion_count[6]  <= motion_count[6];
                    end
                    7'b0010000: begin   
                        motion_count[0]  <= motion_count[0];
                        motion_count[1]  <= motion_count[1];
                        motion_count[2]  <= motion_count[2];
                        motion_count[3]  <= motion_count[3];
                        motion_count[4]  <= motion_count[4] + 1;
                        motion_count[5]  <= motion_count[5];
                        motion_count[6]  <= motion_count[6];
                    end
                    7'b0001000: begin   
                        motion_count[0]  <= motion_count[0];
                        motion_count[1]  <= motion_count[1];
                        motion_count[2]  <= motion_count[2];
                        motion_count[3]  <= motion_count[3] + 1;
                        motion_count[4]  <= motion_count[4];
                        motion_count[5]  <= motion_count[5];
                        motion_count[6]  <= motion_count[6];
                    end
                    7'b0000100: begin   
                        motion_count[0]  <= motion_count[0];
                        motion_count[1]  <= motion_count[1];
                        motion_count[2]  <= motion_count[2] + 1;
                        motion_count[3]  <= motion_count[3];
                        motion_count[4]  <= motion_count[4];
                        motion_count[5]  <= motion_count[5];
                        motion_count[6]  <= motion_count[6];
                    end
                    7'b0000010: begin   
                        motion_count[0]  <= motion_count[0];
                        motion_count[1]  <= motion_count[1] + 1;
                        motion_count[2]  <= motion_count[2];
                        motion_count[3]  <= motion_count[3];
                        motion_count[4]  <= motion_count[4];
                        motion_count[5]  <= motion_count[5];
                        motion_count[6]  <= motion_count[6];
                    end
                    7'b0000001: begin   
                        motion_count[0]  <= motion_count[0] + 1;
                        motion_count[1]  <= motion_count[1];
                        motion_count[2]  <= motion_count[2];
                        motion_count[3]  <= motion_count[3];
                        motion_count[4]  <= motion_count[4];
                        motion_count[5]  <= motion_count[5];
                        motion_count[6]  <= motion_count[6];
                    end
                    default: begin   
                        motion_count[0]  <= motion_count[0];
                        motion_count[1]  <= motion_count[1];
                        motion_count[2]  <= motion_count[2];
                        motion_count[3]  <= motion_count[3];
                        motion_count[4]  <= motion_count[4];
                        motion_count[5]  <= motion_count[5];
                        motion_count[6]  <= motion_count[6];
                    end
                endcase
            end
            else begin
                motion_count[0]  <= motion_count[0];
                motion_count[1]  <= motion_count[1];
                motion_count[2]  <= motion_count[2];
                motion_count[3]  <= motion_count[3];
                motion_count[4]  <= motion_count[4];
                motion_count[5]  <= motion_count[5];
                motion_count[6]  <= motion_count[6];
            end
        end
        else begin
            motion_count[0]  <= motion_count[0];
            motion_count[1]  <= motion_count[1];
            motion_count[2]  <= motion_count[2];
            motion_count[3]  <= motion_count[3];
            motion_count[4]  <= motion_count[4];
            motion_count[5]  <= motion_count[5];
            motion_count[6]  <= motion_count[6];
        end
    end
end
always @(*) begin
    MostPixel = 0;
    MostDirection = 0;
    for (i = 0; i < 7; i = i + 1) begin
        if (MostPixel < motion_count[i]) begin
            MostPixel = motion_count[i];
            MostDirection = i;
        end
    end
    if (MostPixel < 600) begin
        MostDirection = 7;
    end
end
always @(*) begin
    if ((iV_Cont == Y_START+V_SYNC_ACT - 1) && (iH_Cont == X_START + H_SYNC_ACT - 1)) begin
        oDirection_w  = MostDirection;
    end
    else begin
        oDirection_w  = oDirection;
    end
end
always @(posedge iCLK or negedge iRST_N) begin
    if (!iRST_N) begin
        oDirection  <= 7;
        oMotion     <= 0;
    end
    else begin
        oDirection  <= oDirection_w;
        oMotion     <= (oDirection_w != 7);
    end
end
endmodule
### flow/run.sh
#!/bin/bash
# OpenROAD 26Q1-2900-gdf79404cd8, Yosys 0.63+post, stock flow scripts
make -C /OpenROAD-flow-scripts/flow DESIGN_CONFIG=/design/flow/config.mk WORK_HOME=/design/flow/orfs finish
### flow/config.mk
export PLATFORM = sky130hd
export DESIGN_NAME = CalcDir
export DESIGN_NICKNAME = CalcDir
export VERILOG_FILES = /design/flow/design.v
export SDC_FILE = /design/flow/constraint.sdc
export NUM_CORES = 4
export LEC_CHECK = 1
export CORE_UTILIZATION = 40
### flow/constraint.sdc
current_design CalcDir

set clk_period 21.1
set clk_io_pct 0.2

create_clock -name clk0 -period $clk_period [get_ports {iCLK}]

set non_clock_inputs [all_inputs -no_clocks]
set_input_delay [expr $clk_period * $clk_io_pct] -clock clk0 $non_clock_inputs
set_output_delay [expr $clk_period * $clk_io_pct] -clock clk0 [all_outputs]
==> GITHUB_STEP_SUMMARY <==
## Implementation flow summary

| Metric | Value |
|---|---|
| Cycle use final | 0.674 |
| Tightest Pin Transition | 0.968 ns |
| # setup viols final | 0 |
| Most common cell in the netlist | nor2_1 |
| Worst-path fanout max | 24 |
| Routed wire length | 29.3 mm |
| Worst clock skew | 0.0120 ns |
| Initial antenna violation count | 0 |
| Total GRT Usage | 0.218 |
| TritonCTS clock tree | built |
| PortBufs | 41 |
| Final Hold Violating Endpoints | 0 |
| DRC Markers | 0 |
| Min cycle time layout | 14.22 ns |
| Largest cells by area | dfrtp_1, ha_1, xnor2_1, nor2_1, mux2_2 |
| Diode count | 0 |
| Registers, synthesis | 130 |
| CTS H-tree lvls | 4 |
| Dominant flop cell | dfrtp_1 |
| CTS Buf Count | 17 |
| Layout cell share with drive strength beyond 1 | 0.0946 |
| Crit path DAT | 14.56 ns |
| GRT overflow | 0 |
| Asr flop ratio synth | 1.00 |
| Most common cell on crit path | ha_1 |
| Max-cap viol count | 0 |
| Req. time, crit path | 21.44 ns |
| Status | finished clean |
| Slowest Stage Delay on Critical Path | 0.64 ns |
| Clk network pwr share | 0.512 |
| R2R Setup Slk | 6.88 ns |
| Post-Place Cells | 1,720 |
| Hold crit path type | flip-flop to flip-flop |
| Internal power | 443 uW |
| Post-CTS sizing | 0 |
| Drt initial violations | 663 |
| Clock Sinks | 130 |
| Fill count | 2,717 |
| Clk pin slew, worst setup/hold paths | 0.06 ns |
| Cells after Synth | 1,346 |
| Post-place setup slack | 7.12 ns |
| Via density | 5.43 |
| Slowest-stage cell, CP | o21a_1 |
| Yosys cell types | 92 |
| First-pass DRT Iterations | 5 |
| Yosys Warn Count | 2 |
| Hold_buf cts | 0 |
| Core region area | 27,800 um2 |
| Longest Clk Path Bufs | 2 |
| Post-Syn Area | 11,300 um2 |
| Combinational share of power | 0.058 |
| Area leader, netlist | dfrtp_1 |
| Layout area overhead | 11.7% |
| Dominant cell area share | 0.281 |
| Wire per inst | 16.7 um |
| Clock latency on the worst-skew pair | 0.43 ns |
| Slew Limit Fails | 0 |
| Yosys stat area | 11,300 um2 |
| Unrepaired setup endpoints after global routing | false |
| Yosys Instances | 1,346 |
| Avg Inst Size Synth | 8.40 um2 |
| Flop pwr share | 0.429 |
| Setup_tns | 0 ns |
| Critical path type | flip-flop to flip-flop |
| Post-route ant nets | 0 |
| Via Count | 9,507 |
| IO Count | 42 |
| Total die size | 29,000 um2 |
| CP startpoint kind | flip-flop |
| Row cnt | 61 |
| Vias in the first global route | 9,253 |
| Crit. End Element | flip-flop |
| Postcts setup bufs | 0 |
| Fmax | 70.3 MHz |
| Chip Height | 170 um |
| Maximum vdd drop | 0.0453 mV |
| Fin worst setup slack | 6.88 ns |
| Fin cells | 1,752 |
| Slew HR | 0.351 |
| Gpl congestion | 0.951 |
| Pwr/cell area | 46.0 nW/um2 |
| Sw Pwr | 138 uW |
| First-pass GRT wire length | 48.9 mm |
| Leakage | 0.00528 uW |
| Flip-flops with a built-in enable | 0 |
| Tool warnings | 33 |
| Post-detail-place hpwl | 22.4 mm |
| FP Util | 0.407 |
| Largest net degree at the start of global routing | 140 |
| Die Wd | 170 um |
| Top cells by count | nor2_1, dfrtp_1, inv_1 |
| Switching share of power | 0.238 |
| Root buffer cell | clkbuf_16 |
| Post-synthesis sequential area ratio | 0.288 |
[cell families after synthesis]
group | after synthesis | synth area share
simple gates | 484 | 0.213
compound gates | 257 | 0.157
buf+inv | 183 | 0.0644
flops | 130 | 0.288
fa+ha+maj | 116 | 0.128
xor+xnor | 110 | 0.0852
mux | 66 | 0.0647
[power by group through the flow]
stage | registers, uW | logic (uW) | clock network (uW)
6_report | 249 | 33.7 | 298
5_1_grt | 249 | 37.9 | 315
4_1_cts | 249 | 34.1 | 303
[path summary, 6_finish.rpt]
path	start	endpoint	depth (start not counted)
max	motion_count[0][0]	oDirection[1]	56
min	oDirection[2]	oDirection[2]	2
max reg2reg	motion_count[0][0]	oDirection[1]	56
min reg2reg	oDirection[2]	oDirection[2]	2
max in group asynchronous	iRST_N	motion_count[5][11]	2
min in group asynchronous	iRST_N	motion_count[0][14]	1
[area by class of cell]
type | count | area (um2) | area share
Timing Repair Buffer | 50 | 492 | 0.0389
Clock inverter | 12 | 131 | 0.0104
Multi-Input combinational cell | 1033 | 7340 | 0.581
Inverter | 129 | 487 | 0.0385
Sequential cell | 130 | 3260 | 0.258
Clock buffer | 20 | 457 | 0.0361
Tap cell | 378 | 473 | 0.0374
[sequential cells by signal (all words and copies together), names as in the netlist]
signal,cells
motion_count,126
oDirection,3
oMotion,1
[through the flow]
stage	util	hold slack (ns)	total power, uW	cell area, um2
2_1_floorplan	-	0.495	270	11300
3_3_place_gp	0.434	0.531	288	12000
3_5_place_dp	0.434	0.534	288	12000
4_1_cts	0.455	0.538	587	12600
5_1_grt	0.455	0.571	602	12600
6_report	0.455	0.546	581	12600
[layer usage]
layer | track usage | routed length (um) | vias up
met1 | 0.331 | 14500 | 4492
li1 | - | - | 4796
met2 | 0.339 | 13200 | 185
met5 | 0 | 0 | -
met3 | 0.0294 | 1020 | 34
met4 | 0.0400 | 503 | 0
[cell usage in the layout, fill, tap and decap left out, types with 4 or more instances in the layout]
cell               n
nor2_1           166
dfrtp_1          127
inv_1            126
ha_1             116
xnor2_1           94
nand2_1           84
a21oi_1           71
o21ai_0           50
mux2_2            46
nand3_1           44
nor3_1            43
clkdlybuf4s50_1   40
nand4_1           37
nor4_1            25
or3_1             20
a21o_1            19
mux2i_1           17
clkbuf_16         17
xor2_1            16
o21a_1            15
and3_1            14
o211ai_1          11
a211oi_1           9
o211a_1            8
buf_4              8
a211o_1            7
nand2b_1           6
and2_1             6
a31oi_1            6
a2111oi_0          6
nor3_2             5
o31ai_1            5
a21boi_0           5
and4_1             4
nand3b_1           4
clkinvlp_4         4
[worst max-delay path: cells and delay by family (launching register included)]
kind                     cells  cell delay (ns)
AND/OR/NAND/NOR             19             4.31
flip-flops                   1             0.40
adder cells (fa/ha/maj)      7             2.02
multiplexers                 3             1.04
buffers and inverters        7             1.51
AND-OR/OR-AND               20             4.81
Power figures rest on the tool's default switching activity, not on a simulated workload.
