File: /design/flow/config.mk
export PLATFORM = sky130hd
export DESIGN_NAME = Motion_Detection
export DESIGN_NICKNAME = Motion_Detection
export VERILOG_FILES = /design/flow/design.v
export SDC_FILE = /design/flow/constraint.sdc
export NUM_CORES = 4
export LEC_CHECK = 1
export CORE_UTILIZATION = 40
File: /design/flow/constraint.sdc
current_design Motion_Detection

set clk_period 10.9
set clk_io_pct 0.2

create_clock -name clk0 -period $clk_period [get_ports {iCLK}]

set non_clock_inputs [all_inputs -no_clocks]
set_input_delay [expr $clk_period * $clk_io_pct] -clock clk0 $non_clock_inputs
set_output_delay [expr $clk_period * $clk_io_pct] -clock clk0 [all_outputs]
File: /design/flow/design.v
module Motion_Detection(
    input             iCLK,
    input             iRST_N,
    input      [9:0]  I_t,
    input      [9:0]  M_t,
    input      [5:0]  V_t,
    output     [9:0]  M_t_o,  
    output     [5:0]  V_t_o,  
    output reg [9:0]  oRed,
    output reg [9:0]  oGreen,
    output reg [9:0]  oBlue
);
wire [10:0] diff;
wire [10:0] diff_inv;
wire [1:0]  diff_most;
wire [15:0] diff_V;
wire [15:0] diff_V_inv;
wire [1:0]  diff_V_most;
wire [10:0] diff_E;
reg  [10:0] M_t_update;
reg  [6:0]  V_t_update;
reg  [5:0]  V_t_r;
reg  [10:0] O_t;
reg  [10:0] O_t_r;
wire [14:0] O_t_ex;
reg  [10:0] E_t;
assign M_t_o = M_t_update[9:0];
assign V_t_o = V_t_update[5:0];
assign diff = I_t - M_t;
assign diff_inv = M_t - I_t;
assign diff_most = {diff[10], diff_inv[10]};
always @(*) begin
    case(diff_most)
        2'b10:   M_t_update = (M_t > 1) ? (M_t - 1) : 0;
        2'b01:   M_t_update = M_t + 1;
        default: M_t_update = M_t;
    endcase
end
always @(*) begin
    if (diff[10]) begin
        O_t = diff_inv;
    end
    else begin
        O_t = diff;
    end
end
assign O_t_ex = {3'b0,O_t,1'b0};
assign diff_V = O_t_ex - {5'b0,V_t,4'b0};
assign diff_V_inv = {5'b0,V_t,4'b0} - O_t_ex;
assign diff_V_most = {diff_V[15], diff_V_inv[15]};
always @(*) begin
    case(diff_V_most)
        2'b10:   V_t_update = (V_t > 1) ? (V_t - 1) : 1;
        2'b01:   V_t_update = (V_t < 63) ? (V_t + 1) : 63;
        default: V_t_update = V_t;
    endcase
end
assign diff_E = O_t_r - ({V_t_r,4'd10});
always @(*) begin
    if (diff_E[10]) begin
        E_t = 0;
    end
    else begin
        E_t = {1'b0,8'd255,2'b0};
    end
end
always @(posedge iCLK or negedge iRST_N) begin
    if (!iRST_N) begin
        oRed    <= 0;
        oGreen  <= 0;
        oBlue   <= 0;
        O_t_r   <= 0;
        V_t_r   <= 0;
    end
    else begin
        oRed    <= E_t;
        oGreen  <= E_t;
        oBlue   <= E_t;
        O_t_r   <= O_t; 
        V_t_r   <= V_t; 
    end
end
endmodule
File: /design/flow/run.sh
#!/bin/bash
# OpenROAD 26Q1-2900-gdf79404cd8, Yosys 0.63+post, stock flow scripts
make -C /OpenROAD-flow-scripts/flow DESIGN_CONFIG=/design/flow/config.mk WORK_HOME=/design/flow/orfs finish
==> summary.txt <==
yosys + openroad results -> fraction of the yosys area taken by sequential cells 0.146, vias in the first global route ~2.3k, Die W a little under 90 µm, relative area change from synthesis to final layout 19.8%, core area around 6900 µm², HPWL after detailed placement 5420 µm, first-pass GRT wire length between 10000 and 15000 µm, Worst setup SP type input port, post-synth top area share 0.210, number of OpenROAD warnings 48, cell-by-cell trace of the critical path clkdlybuf4s50_1 > ha_1 > fa_1 > and4b_4 > o311ai_4 > nand3_4 > inv_1 > a32oi_1 > a221oi_1 > xnor2_1 > ha_1 > nand4_1 > or4_1 > a211oi_1 > ha_1 > nand2b_1 > nor2_1 > a21oi_1 > o22a_1 > o21ai_0 > clkdlybuf4s50_1, Arrival @ worst endpoint 7.65 ns, most frequent CP cell ha_1, required time of the critical path just under 9 ns, async set-reset flop share out of synthesis 1.00, remaining antenna violation count after routing 0, power density over the cells around 120 nW/µm², IR drop worst, VDD 44.7 µV, prevailing post-synth register cell dfrtp_1, die area ~7600 µm², share of post-route cells with drive strength above 1 0.0247, Vias/cell 5.30, TritonCTS clock tree yes, # hold bufs at CTS 0, Slew headroom 0.492, run status completed, buffers inserted during post-CTS setup optimization 0, clock sink total 17, largest cells by area after synthesis ha_1 (21%), dfrtp_1 (15%), buf_4 (7.7%), final clock period utilization by the worst path 0.902, delay of the slowest critical-path stage roughly 0.64 ns, cells resized by post-CTS repair 0, library cells used by synthesis approximately 54, number of max-cap violations 0, number of buffers between clock root and the deepest sink 2, H-tree depth 1, flip-flops with a built-in enable 0, cell with the largest stage delay on the worst path clkdlybuf4s50_1, number of I/O port buffers about 67, largest area contributor in the netlist ha_1, vertical extent of the die 87.3 µm, final max-slew violation count 0, average size of a mapped cell 7.85 µm², Top Family by Delay on Critical Path AND-OR/OR-AND gates, standard-cell rows 30, critical path class input port to output pin, Total Routed Length about 6600 µm, kind of end point of the critical path output pin, final tally of hold violations 0, RSZ-0062 raised after global routing false, yosys stat cell total about 370, post-synthesis cell count 371, synthesized chip area reported by yosys around 3000 µm², number of buffers added by the clock tree synthesis step 3, grt ovf 0, fmax 102 MHz, clock network latency to the later pin of the worst-skew pair 0.24 ns, final setup violating endpoints 0, post-route minimum period 9.83 ns, Warnings, synthesis 1, global placer's final weighted congestion 0.913, Worst Clk Skew 0.00129 ns, cell at the root of the clock tree clkbuf_8, Vias 2657, drt wl/cell 13.2 µm, Post-Route Utilization 0.505, first-pass iteration count of the detailed router 4, Initial Utilization 0.422, clock-pin transition on the worst setup and hold timing paths 0.06 ns, maximum number of pins on one net before global-route repair 25, leakage power of the design ~1.6 nW, Total Negative Setup Slacks 0 ns, Slew @ Worst Pin 0.758 ns, worst-path fanout max 15, Synth Cell Area 2910 µm², min-delay worst type flop to flop, combined global-route utilization of all metal layers 0.175, initial antenna violation count 0, DRC violation count after routing 0, n_diodes 0, flops out of synthesis 17, Bufs and invs on worst path 3, number of top-level design ports roughly 74, number of DRC markers after the initial detailed-route iteration 156
-- worst register-to-register path: stages, from the launching register on --
cell and delay [ns]:
dfrtp_1 0.32, inv_1 0.04, ha_1 0.27, o211a_1 0.13, o21a_1 0.17, o21a_1 0.16
o21ai_0 0.17, a21oi_1 0.11, xor2_1 0.15
-- layout by cell type, fill, tap and decap left out, types with 6 or more instances in the layout --
cell and count:
a21o_1 8, a21oi_1 28, a22oi_1 6, clkdlybuf4s50_1 67, conb_1 6, dfrtp_1 17
ha_1 49, inv_1 43, nand2_1 16, nand3_1 12, nor2_1 15, nor2b_1 8
o21ai_0 31, o31ai_1 6, xnor2_1 14
-- logic make-up (layout without fill, tap and decap cells) --
kind of cell | count (synthesis) | count (layout) | synth area share
AND-OR/OR-AND | 113 | 113 | 0.258
XOR/XNOR | 19 | 19 | 0.0571
adder cells (fa/ha/maj) | 51 | 51 | 0.224
buffers and inverters | 85 | 114 | 0.150
flip-flops | 17 | 17 | 0.146
multiplexers | 4 | 4 | 0.0137
other | 1 | 6 | 0.00129
AND/OR/NAND/NOR | 81 | 81 | 0.149
-- through the flow --
step / instances / instance area (µm²) / power [mW] / hold slack [ns] / worst slack [ns]
floorplan: 376 / 2930 / 0.276 / 0.420 / 2.65
detailed placement: 497 / 3450 / 0.380 / 0.430 / 1.09
global route: 501 / 3490 / 0.465 / 0.458 / 0.655
CTS: 501 / 3490 / 0.427 / 0.439 / 1.09
finish: 501 / 3490 / 0.422 / 0.436 / 1.07
global placement: 497 / 3450 / 0.381 / 0.428 / 1.18
-- per-layer routing --
layer  vias to the layer above  global-route usage  share of wire
li1                       1338                   -              -
met3                         2              0.0231          0.065
met5                         -                   0              0
met1                      1215               0.251           0.45
met4                         0              0.0164         0.0015
met2                       102               0.294           0.48
-- final timing paths --
kind,start,end,slack (ns),cells after the start
worst min register to register,O_t_r[10],oBlue[8],0.44,1
max in group asynchronous,iRST_N,V_t_r[2],8.10,1
worst min-delay path,O_t_r[10],oBlue[8],0.44,1
worst max-delay path,M_t[0],V_t_o[5],1.07,21
min in group asynchronous,iRST_N,O_t_r[6],2.36,1
worst max register to register,V_t_r[0],oBlue[8],9.28,8
-- flip-flops by register name (all words and copies together), names as in the netlist --
signal,cells
O_t_r,10
V_t_r,6
oBlue,1
-- synthesized netlist by cell type, drive strengths merged (2+ instances only) --
master and instances:
xor2 5, nor4 4, a22oi 6, a211oi 2
a31oi 2, a32oi 2, nand2 16, xnor2 14
buf 35, a21o 8, nor3 5, o22a 2
a221oi 2, o21ai 31, a311oi 2, and3 5
a21oi 28, fa 2, o31ai 7, mux2i 4
nand2b 4, o21a 5, nor2 15, and2 4
nand3 13, o22ai 4, dfrtp 17, ha 49
clkbuf 7, inv 43, nor2b 8, a2111oi 2
-- report_power, final --
group / switching [mW] / internal [mW]
Clock: 0.0180 / 0.0258
Combinational: 0.113 / 0.177
Sequential: 0.0127 / 0.0758
Total: 0.143 / 0.279
-- cell type report --
type / instances / area, µm²
fill: 684 / 3420
clock buffer: 4 / 45.0
tap: 96 / 120
multi-input combinational: 274 / 2070
sequential: 17 / 425
timing repair buffer: 67 / 671
inverter: 43 / 161
Power and IR drop assume default switching activity.
