==> /design/flow/config.mk <==
export PLATFORM = sky130hd
export DESIGN_NAME = I2C_Controller
export DESIGN_NICKNAME = I2C_Controller
export VERILOG_FILES = /design/flow/design.v
export SDC_FILE = /design/flow/constraint.sdc
export NUM_CORES = 4
export LEC_CHECK = 1
export CORE_AREA = 10 10 77 77
export DIE_AREA = 0 0 87 87
==> /design/flow/constraint.sdc <==
current_design I2C_Controller

set clk_period 1.7
set clk_io_pct 0.2

create_clock -name clk0 -period $clk_period [get_ports {CLOCK}]

set non_clock_inputs [all_inputs -no_clocks]
set_input_delay [expr $clk_period * $clk_io_pct] -clock clk0 $non_clock_inputs
set_output_delay [expr $clk_period * $clk_io_pct] -clock clk0 [all_outputs]
==> /design/flow/design.v <==
module I2C_Controller (
	CLOCK,
	I2C_SCLK, 
 	I2C_SDAT, 
	I2C_DATA, 
	GO,       
	END,      
	W_R,      
	ACK,       
	RESET
);
	input  CLOCK;
	input  [31:0]I2C_DATA;	
	input  GO;
	input  RESET;	
	input  W_R;
 	inout  I2C_SDAT;	
	output I2C_SCLK;
	output END;	
	output ACK;
reg SDO;
reg SCLK;
reg END;
reg [31:0]SD;
reg [6:0]SD_COUNTER;
wire I2C_SCLK=SCLK | ( ((SD_COUNTER >= 4) & (SD_COUNTER <=39))? ~CLOCK :0 );
wire I2C_SDAT=SDO?1'bz:0 ;
reg ACK1,ACK2,ACK3,ACK4;
wire ACK=ACK1 | ACK2 |ACK3 |ACK4;
always @(negedge RESET or posedge CLOCK ) begin
if (!RESET) SD_COUNTER=6'b111111;
else begin
if (GO==0) 
	SD_COUNTER=0;
	else 
	if (SD_COUNTER < 41) SD_COUNTER=SD_COUNTER+1;	
end
end
always @(negedge RESET or  posedge CLOCK ) begin
if (!RESET) begin SCLK=1;SDO=1; ACK1=0;ACK2=0;ACK3=0;ACK4=0; END=1; end
else
case (SD_COUNTER)
	6'd0  : begin ACK1=0 ;ACK2=0 ;ACK3=0 ;ACK4=0 ; END=0; SDO=1; SCLK=1;end
	6'd1  : begin SD=I2C_DATA;SDO=0;end
	6'd2  : SCLK=0;
	6'd3  : SDO=SD[31];
	6'd4  : SDO=SD[30];
	6'd5  : SDO=SD[29];
	6'd6  : SDO=SD[28];
	6'd7  : SDO=SD[27];
	6'd8  : SDO=SD[26];
	6'd9  : SDO=SD[25];
	6'd10 : SDO=SD[24];	
	6'd11 : SDO=1'b1; 
	6'd12  : begin SDO=SD[23]; ACK1=I2C_SDAT; end
	6'd13  : SDO=SD[22];
	6'd14  : SDO=SD[21];
	6'd15  : SDO=SD[20];
	6'd16  : SDO=SD[19];
	6'd17  : SDO=SD[18];
	6'd18  : SDO=SD[17];
	6'd19  : SDO=SD[16];
	6'd20  : SDO=1'b1; 
	6'd21  : begin SDO=SD[15]; ACK2=I2C_SDAT; end
	6'd22  : SDO=SD[14];
	6'd23  : SDO=SD[13];
	6'd24  : SDO=SD[12];
	6'd25  : SDO=SD[11];
	6'd26  : SDO=SD[10];
	6'd27  : SDO=SD[9];
	6'd28  : SDO=SD[8];
	6'd29  : SDO=1'b1; 
	6'd30  : begin SDO=SD[7]; ACK3=I2C_SDAT; end
	6'd31  : SDO=SD[6];
	6'd32  : SDO=SD[5];
	6'd33  : SDO=SD[4];
	6'd34  : SDO=SD[3];
	6'd35  : SDO=SD[2];
	6'd36  : SDO=SD[1];
	6'd37  : SDO=SD[0];
	6'd38  : SDO=1'b1; 
    6'd39 : begin SDO=1'b0;	SCLK=1'b0; ACK4=I2C_SDAT; end	
    6'd40 : SCLK=1'b1; 
    6'd41 : begin SDO=1'b1; END=1; end 
endcase
end
endmodule
==> /design/flow/run.sh <==
#!/bin/bash
# OpenROAD 26Q1-2900-gdf79404cd8, Yosys 0.63+post, stock flow scripts
make -C /OpenROAD-flow-scripts/flow DESIGN_CONFIG=/design/flow/config.mk WORK_HOME=/design/flow/orfs finish
==> out/summary.txt <==
Result of the run - finished, violations left
Violations in the final reports - setup timing
Initial DRC Count - 37
Row count - 24
Post-synthesis instance area - 636 µm²
Synthesized registers - 9
Grt total ovfl - 0
Yosys cell count - 68
CP Data Arrival Time - 1.73 ns
Die Area - 0.00757 mm²
Number of hold violations in the final report - 0
HPWL reported at the end of detailed placement - 1190 µm
Cell count after synthesis - 68
Total routing resource utilization after global routing - 4.62%
Yosys warning total - 2
Ratio of cells with drive above 1 in the final layout - 45.7%
Capturing element type of the critical path - output pin
Final tally of setup violations - 2
Total routed wirelength - 1630 µm
Leak Pwr - 0.000381 µW
Pin count of the biggest net entering global routing - 10
Fp_density - 14.6%
Critical R2R Launch - SD_COUNTER[5]$_DFFE_PN1P_
Number of cells in the design after placement - 136
IO Count - 40
Worst ir drop on vdd - 0.413 mV
Global placer's final weighted congestion - 0.825
Yosys cell types - 35
Critical R2R Capture - SCLK$_DFFE_PN1P_
Final cell count without fillers - 146
Required arrival time at the worst endpoint - 1.36 ns
Area of the placeable core - 0.00435 mm²
Share of async-settable or async-resettable flops after synthesis - 100%
Critical path class - reg2out
Power per cell area - 749 mW/mm²
Area reported by Yosys stat - 636 µm²
Vias in the first global route - 627
Global-route wire length before repair - 2790 µm
Dominant logic cell type in the layout - buf_4
Die X - 87 µm
Setup TNS after final layout - -0.372 ns
Setup slack, reg-to-reg - 0.08 ns
Final core utilization - 22.1%
RSZ-0062 raised after global routing - true
Post-synthesis sequential area ratio - 37.0%
# diodes - 0
Top post-synthesis cells by area - dfstp_2, ha_1, o21ai_0
Layout overhead on the synthesized area - 51.6%
Critical Path Start - SD_COUNTER[0]$_DFFE_PN1P_
Clock tree from TritonCTS - built
Class of the tightest hold or removal check - in2async
Worst setup slack after layout - -0.372 ns
Maximum clock frequency - 483 MHz
Most frequently placed logic cells in the final layout - buf_4, dfstp_2, o21ai_0, clkbuf_8
Fin Clk Skew - 0.00509 ns
Clock network latency to the later pin of the worst-skew pair - 0.34 ns
Primary flip-flop cell chosen by synthesis mapping - dfstp_2
Mean area per synthesized cell - 9.35 µm²
Drt drc - 0
End of the critical path - I2C_SCLK
Final Max Slew Viols - 0
Number of warnings in the stage logs - 66
Startpoint Class - register
FILL cells - 445
Peak fanout along the critical path - 3
Library cell occupying the most area in the post-synthesis netlist - dfstp_2
Final Cycle Share - 122%
IO buf count - 4
EDFF count, synth - 0
Post-route ant nets - 0
Max capacitance violation total - 0
Top-area cell share - 33.1%
Minimum clock period after layout - 2.07 ns
Die boundary height - 87 µm
R2r worst-path depth - 6
Number of antenna violations at the first check in global routing - 0
Clock-pin slew on the worst setup and hold paths - 0.04 ns
Via Count - 599
Mean routed wirelength per cell - 11.1 µm
Average via count per standard cell - 4.10
DR pass1 iterations - 4
-- synthesized netlist by cell type (2+ instances only) --
library cell and count:
dfstp_2 8, inv_1 6, o21ai_0 6, ha_1 4, nand2_1 4, a21oi_1 3
buf_4 3, nand3b_1 3, buf_6 2, nand3_1 2, nor2_1 2, nor3_1 2
-- what timing repair did --
item,4_1_cts,5_1_grt
hold buffers,0,0
pin swaps,3,1
endpoints found under the setup margin,2,4
gates resized,9,3
buffers inserted,2,1
-- worst min path at each step --
stage | start | end | slack (ns) | cells past startpoint
after global routing | RESET | SD_COUNTER[6]$_DFFE_PN0P_ | 0.36 | 1
after CTS | RESET | SD_COUNTER[6]$_DFFE_PN0P_ | 0.34 | 1
final | RESET | SD_COUNTER[6]$_DFFE_PN0P_ | 0.32 | 1
-- cell type report --
| class | instances | area, µm² | area share (%) |
|---|---|---|---|
| Multi-Input combinational cell | 48 | 358 | 37.1 |
| Tap cell | 52 | 65.1 | 6.75 |
| Clock buffer | 8 | 91.3 | 9.48 |
| Inverter | 6 | 22.5 | 2.34 |
| Timing Repair Buffer | 23 | 191 | 19.9 |
| Sequential cell | 9 | 235 | 24.4 |
-- cell families (layout without fill, tap and decap cells) --
| logic type | count (synthesis) | count (layout) | share of synthesized area [%] |
|---|---|---|---|
| AND-OR/OR-AND | 19 | 19 | 19.5 |
| XOR/XNOR | 1 | 1 | 1.38 |
| adder cells (fa/ha/maj) | 4 | 4 | 7.87 |
| buffers and inverters | 12 | 37 | 11.4 |
| flip-flops | 9 | 9 | 37.0 |
| other | 1 | 2 | 0.590 |
| AND/OR/NAND/NOR | 22 | 22 | 22.2 |
-- worst max-delay path, cell delays in order (launching register included) --
cell,delay (ns)
dfstp_2,0.54
inv_2,0.04
or4_1,0.50
a31o_2,0.21
buf_2,0.11
-- metal layers --
layer  GRT usage (%)  up-vias  part of all wire [%]
li1                -      297                     -
met1            5.94      285                    44
met2            5.93       15                    46
met3            2.92        2                   8.3
met4            1.91        0                  0.74
met5               0        -                     0
-- flip-flops by register name (all words and copies together), names as in the netlist --
signal	cells
END	1
SCLK	1
SD_COUNTER	7
-- power breakdown --
part           switching, µW  internal [µW]  total [µW]
Sequential              4.23            224         228
Combinational           33.7           31.1        64.8
Clock                    115            314         429
-- through the flow --
stage	instance area (µm²)	total power (µW)	worst slack (ns)	hold WS (ns)
3_3_place_gp	822	286	-0.297	0.475
2_1_floorplan	639	263	0.0505	0.0444
4_1_cts	935	733	-0.429	0.337
5_1_grt	963	762	-0.430	0.356
6_report	963	722	-0.372	0.318
3_5_place_dp	822	290	-0.298	0.488
No activity file was given, so power comes from the tool's default toggle rates.
